$ cat run.sh
#!/bin/bash
# OpenROAD 26Q1-2900-gdf79404cd8, Yosys 0.63+post, stock flow scripts
make -C /OpenROAD-flow-scripts/flow DESIGN_CONFIG=/design/flow/config.mk WORK_HOME=/design/flow/orfs finish
$ cat config.mk
export PLATFORM = sky130hd
export DESIGN_NAME = Moore110
export DESIGN_NICKNAME = Moore110
export VERILOG_FILES = /design/flow/design.v
export SDC_FILE = /design/flow/constraint.sdc
export NUM_CORES = 4
export LEC_CHECK = 1
export CORE_AREA = 10 10 70 70
export DIE_AREA = 0 0 80 80
$ cat constraint.sdc
current_design Moore110

set clk_period 1.1
set clk_io_pct 0.2

create_clock -name clk0 -period $clk_period [get_ports {clk}]

set non_clock_inputs [all_inputs -no_clocks]
set_input_delay [expr $clk_period * $clk_io_pct] -clock clk0 $non_clock_inputs
set_output_delay [expr $clk_period * $clk_io_pct] -clock clk0 [all_outputs]
$ cat design.v
module Moore110(in_bit,clk,reset,out);
input clk,reset,in_bit;
output reg out;
parameter S0=0,S1=1,S2=2,S3=3;
reg [1:0] PS,NS;
always@(posedge clk or posedge reset)
begin 
if(reset)
PS <= S0;   
else      
PS <= NS; 
end             
always@(PS or in_bit)
begin            
case(PS)
   S0 : begin 
   NS = in_bit ? S1 : S0 ;
   end
   S1 : begin 
   NS = in_bit ? S2 : S0 ;
   end
   S2 : begin 
   NS = in_bit ? S2 : S3 ;
   end 
   S3 : begin 
   NS = in_bit ? S1 : S0 ;
   end  
   default NS = S0;  
endcase
end
always@(PS)
begin
  case(PS)
  S0 : out = 0;
  S1 : out = 0;
  S2 : out = 0;
  S3 : out = 1; 
  default out = 0; 
  endcase
end
endmodule
==> flow_summary.json <==
{
  "status": "completed",
  "drc": 0,
  "cp.arrival_ns": 0.78,
  "setup.worst_path.class": "reg -> out",
  "crit_required_ns": 0.88,
  "p_comb_frac": 0.076,
  "logic_area_um2": 30.03,
  "avgSynthCellArea_um2": 13.51,
  "syn_area_um2": 135.1,
  "yosysCellCount": 10,
  "power.net_switching_uw": 79.04,
  "p_per_area_mw_per_mm2": 1546,
  "ys_chip_area_um2": 135.1,
  "finalHoldViolCount": 0,
  "leakage_uw": 0.0001003,
  "path_delay_family": "flip-flops",
  "rows": 21,
  "cpMaxStageDelayCell": "dfrtp_1",
  "cp_cell_sequence": "clkdlybuf4s15_1",
  "grt_setup_unrepaired": "false",
  "track_usage": 0.01205,
  "gp_congestion": 0.5771,
  "root_buffer": "clkbuf_4",
  "drt-wirelength-per-cell_um": 4.656,
  "core_area_mm2": 0.003416,
  "synth_cell_types": 7,
  "largest_register_ffs": 4,
  "maxCapViolCount": 0,
  "reg_top3": "PS: 4 flops",
  "cts.sinks": 4,
  "grt-ovfl-total": 0,
  "crit_path_start_kind": "register",
  "hold_buffers": 0,
  "synth_cells": 10,
  "warnings": 25,
  "fmax_ghz": 1.005,
  "relSlewSlack": 0.8826,
  "first_global_vias": 126,
  "utilization": 0.07509,
  "die-area_mm2": 0.006400,
  "top_area_cell": "dfrtp_1",
  "fin_tns_setup_ns": 0,
  "path_buffers": 1,
  "htreeDepth": 1,
  "drtIter0Drc": 3,
  "min_path_type": "in -> async",
  "clockBufferDepth": 2,
  "fill_cells": 408,
  "cpPeakStageDelay_ns": 0.37,
  "drt-total-wl_um": 298,
  "seq_power_share": 0.426,
  "top_area_frac": 0.5556,
  "ys_ff": 4,
  "cts_buffers": 3,
  "clock_latency_ns": 0.23,
  "yosysWarnings": 1,
  "ios": 4,
  "skew_ns": 0.003931,
  "p_int_uw": 317.6,
  "worstPathMaxFanout": 2,
  "grt_pass1_wl_um": 545,
  "switching_share": 0.1993,
  "end_kind": "primary output",
  "antenna_cells": 0,
  "antenna_found_initial": 0,
  "ant_nets": 0,
  "route.vias.total": 104,
  "ys_seq_share": 0.7500,
  "finalCritPeriodShare": 0.9050,
  "fin_crit_ns": 0.9955,
  "largest_register": "PS",
  "drv_slew": 0,
  "tightest_slew_ns": 0.1748,
  "fp_util": 0.03956,
  "ir_worst_vdd_mv": 0.1984,
  "lay_top_cells": "3 x dfrtp_1, 3 x clkbuf_4, 2 x o21a_1, 2 x clkdlybuf4s50_1",
  "die_w_um": 80,
  "grt_max_degree": 5,
  "syn2layout_area_growth_pct": 89.81,
  "setup_viol": 0,
  "ys_top_cells_by_area": "dfrtp_1 56%, dfstp_2 19%, o21a_1 11%",
  "viasPerCell": 1.625,
  "pwr-share-clk": 0.498,
  "flop_area_um2": 101.3,
  "portBuffers": 3,
  "path_clk_slew_ns": 0.04,
  "drive_above_1_share": 0.2778,
  "die_y_um": 80,
  "r2r_slack_ns": 0.31,
  "whs_ns": 0.1627,
  "cts_tree": "built",
  "first_pass_iters": 2
}
==> kinds of logic after synthesis <==
family | Yosys count | share of synthesized area
compound gates | 2 | 0.1111
buf+inv | 1 | 0.02775
simple gates | 3 | 0.1111
flops | 4 | 0.7500
==> path summary, 6_finish.rpt <==
kind	cells after the start	end	from
setup / recovery	1	out	PS[3]
hold / removal	2	PS[1]	reset
setup reg to reg	3	PS[0]	PS[3]
hold reg to reg	1	PS[1]	PS[1]
max in group asynchronous	2	PS[0]	reset
min in group clk0	1	PS[1]	PS[1]
==> per-layer routing <==
layer | wire, µm | track usage | vias to the layer above
met5 | 0 | 0 | -
li1 | - | - | 51
met1 | 109 | 0.008667 | 51
met3 | 42 | 0.01591 | 0
met2 | 146 | 0.01605 | 2
met4 | 0 | 0.008803 | 0
==> Yosys cell counts <==
library cell  count
nor2b_1           1
nor3_1            1
dfrtp_1           3
o21a_1            2
nor2_1            1
inv_1             1
dfstp_2           1
==> power by group through the flow <==
stage                 clock, µW  combinational [µW]  sequential (µW)
after CTS                   211                30.6              169
after global routing        228                34.1              170
final                       198                30.1              169
==> area by class of cell <==
class,instances,area share
flip-flops and latches,4,0.3951
well taps,46,0.2244
repair buffers,4,0.1463
multi-input cells,5,0.1171
clock buffers,4,0.1024
inverters,1,0.01463
==> stage by stage <==
stage / cell area (µm²) / instances / total power (µW) / worst slack (ns)
floorplan: 135.1 / 10 / 183.4 / 0.4178
global placement: 222.7 / 59 / 197.3 / 0.04041
detailed placement: 222.7 / 59 / 200.3 / 0.03575
CTS: 255.2 / 64 / 410.6 / 0.02066
global route: 256.5 / 64 / 432.6 / 0.05376
finish: 256.5 / 64 / 396.7 / 0.1045
==> what timing repair did <==
item | 4_1_cts | 5_1_grt
cloned | 0 | 0
resized | 1 | 1
buffers inserted | 1 | 0
setup endpoints to repair | 1 | 1
No activity file was given, so power comes from the tool's default toggle rates.
