**./constraint.sdc**
```tcl
current_design Mealy_11010

set clk_period 1.6
set clk_io_pct 0.2

create_clock -name clk0 -period $clk_period [get_ports {clk}]

set non_clock_inputs [all_inputs -no_clocks]
set_input_delay [expr $clk_period * $clk_io_pct] -clock clk0 $non_clock_inputs
set_output_delay [expr $clk_period * $clk_io_pct] -clock clk0 [all_outputs]
```
**./design.v**
```verilog
module Mealy_11010(in_bit,clk,reset,out);
input clk,reset,in_bit;
output reg out;
parameter S0 = 0, S1 = 1, S2 = 2, S3 = 3, S4 = 4;
reg [2:0] PS,NS; 
always @ (posedge clk or posedge reset)
begin
if(reset) PS <= S0;
else PS <= NS;
end
always @ (in_bit or PS)
begin
case(PS)
S0 : begin
NS <= in_bit ? S1 : S0;
out <= 0;
end
S1 : begin
NS <= in_bit ? S2 : S0;
out <= 0; 
end
S2 : begin
NS <= in_bit ? S2 : S3;
out <= 0;
end
S3 : begin
NS <= in_bit ? S4 : S0;
out <= 0;
end
S4 : begin
NS <= in_bit ? S2 : S0;
out <= in_bit ? 0 : 1;
end
default : begin
NS <= S0;
out <= 0;
end
endcase
end
endmodule
```
**./run.sh**
```bash
#!/bin/bash
# OpenROAD 26Q1-2900-gdf79404cd8, Yosys 0.63+post, stock flow scripts
make -C /OpenROAD-flow-scripts/flow DESIGN_CONFIG=/design/flow/config.mk WORK_HOME=/design/flow/orfs finish
```
**./config.mk**
```make
export PLATFORM = sky130hd
export DESIGN_NAME = Mealy_11010
export DESIGN_NICKNAME = Mealy_11010
export VERILOG_FILES = /design/flow/design.v
export SDC_FILE = /design/flow/constraint.sdc
export NUM_CORES = 4
export LEC_CHECK = 1
export CORE_AREA = 10 10 70 70
export DIE_AREA = 0 0 80 80
```
==> datasheet_impl.txt <==
Implementation parameters

Parameter                              Value

Placed design
  Post-Place Worst Slack .................. -0.04488 ns
  Final weighted congestion in routability-driven placement .................. 0.6765
  # port buffers .................. 3

Power and ir drop
  Part of the total power dissipated in combinational logic .................. roughly 7%
  PD cells .................. 1031 nW/um^2
  Share of power burned in the clock network .................. 47.2%
  Sw frac .................. 21.13%
  Cell leakage power .................. 0.0001252 uW
  Maximum resistive drop on vdd .................. between 0.00015 and 0.0002 V
  Switching component of the power .................. between 60 and 70 uW
  Internal power .................. between 200 and 250 uW
  Share of power burned in registers .................. between 40% and 50%

Cells and area
  Register with the most flip-flops .................. PS
  Max FFs per register .................. 5
  Proportion of layout cells with a drive suffix above 1 .................. between 20 and 30%
  Layout Utilization .................. just under 9%
  Registers with the highest flip-flop counts .................. PS: 5 flops
  Layout-stage area growth over the synthesis result .................. 73.38%

Synthesis
  Sequential share of the synthesized area .................. between 70% and 80%
  Ys cells .................. 13
  Post-synthesis chip area from yosys .................. 173.9 sq um
  Post-synthesis instance total .................. 13
  Share of the synthesized area in the top cell type .................. a little under three fifths
  Area contributors post-synth .................. sky130_fd_sc_hd__dfrtp_1, sky130_fd_sc_hd__dfstp_2, sky130_fd_sc_hd__and2_1
  Mean Syn Cell Area .................. 13.38 sq um
  Top cell type by total area after synthesis .................. sky130_fd_sc_hd__dfrtp_1
  Number of distinct library cell variants in the gate-level netlist after synthesis .................. 8
  Mapped Area .................. between 150 and 200 sq um
  Warning count from the yosys run .................. 1
  Total of flip-flops plus latches after synthesis .................. 5

Critical path
  Reg-to-Reg End .................. PS[0]
  Arrival @ worst endpoint .................. 1.16 ns
  Cell count of the worst reg-to-reg path .................. 3
  Worst reg-to-reg setup slack .................. between 0.6 and 0.7 ns
  Required time at the worst-slack endpoint .................. roughly 1.3 ns
  Worst Setup Start Kind .................. flip-flop
  Maximum net fanout on the critical path .................. 2
  Reg-to-reg critical path startpoint .................. PS[1]
  Critical path type .................. flip-flop to output port
  Worst setup EP type .................. output port

Flow run
  Total tool warning count .................. 25
  Tally of max-capacitance violations .................. 0

Drt
  Residual DRC count .................. 0
  Final antenna-violating net count .................. 0
  Post-detailed-route wirelength per cell .................. approximately 5.3 um
  Via density .................. 1.765
  Routed via count .................. about 120
  Iteration count of the initial detailed-routing pass .................. 2
  Wire length after detailed routing .................. roughly 360 um
  Antenna diode count .................. 0
  Iteration-0 DRC count of the detailed router .................. 9

Floorplanning
  Chip area .................. approximately 6400 sq um
  Floorplan Utilization .................. 5.092%
  Total core area .................. about 3400 sq um
  DIE HEIGHT .................. 80 um
  Number of placement rows .................. 21
  Horizontal die size .................. around 80 um
  # IOs .................. 4

Clock tree
  Clock transition at path regs .................. about 0.040 ns
  Bufs on Longest Clock Path .................. 2
  Root buffer cell .................. sky130_fd_sc_hd__clkbuf_4
  Number of CTS-inserted buffers .................. 3
  Clock tree from TritonCTS .................. done
  Htree depth .................. 1
  Clock network latency to the later pin of the worst-skew pair .................. 0.25 ns
  Clk sink count .................. 5
  Number of buffers added to fix hold violations after cts .................. 0

Final timing
  Slew at the pin closest to its max-slew limit .................. roughly 0.23 ns
  Max-slew violation total from the final report .................. 0
  Skew final .................. around 0.0033 ns
  Unrepaired setup endpoints after global routing .................. no
  Number of hold violations in the final report .................. 0
  Highest clock rate .................. roughly 670 MHz
  Post-layout period usage of the worst path .................. 92.81%
  Min Tclk post-route .................. about 1.5 ns
  Max-slew headroom .................. around 84%
  Finish-stage setup viols .................. 0
  Final worst-path setup slack .................. between 0.1 and 0.15 ns

GRT
  Antenna violations before repair .................. 0
  Residual overflow from global routing .................. 0
  Total track usage .................. approximately 1.5%
  Vias in the first global route .................. 148
  Global-route wire length before repair .................. 669 um
  Maximum number of pins on one net before global-route repair .................. 6

Hold path
  Hold Crit Class .................. primary input to asynchronous set/reset pin

Run status
  Run status .................. complete, no violations
[stage by stage]
step                      instance area [sq um]  hold WS (ns)  setup TNS [ns]  power, uW  std cells
after floorplan                           173.9       0.09779               0      153.8         13
after global placement                    269.0        0.4702        -0.03938      164.0         63
after detailed placement                  269.0        0.4897        -0.04488      165.9         63
after CTS                                 294.0        0.2802               0      317.4         67
after global routing                      301.5        0.3019               0      332.9         68
final                                     301.5        0.2753               0      310.8         68
[timing repair]
action,4_1_cts,5_1_grt
hold endpoints to repair,0,0
buffers inserted,0,1
pin swaps,0,0
endpoints found under the setup margin,1,1
resized,1,0
[area by class of cell]
| cell class | instances | area (sq um) |
|---|---|---|
| Inverter | 1 | 3.754 |
| Multi-Input combinational cell | 7 | 43.79 |
| Clock buffer | 4 | 26.28 |
| Timing Repair Buffer | 5 | 43.79 |
| Sequential cell | 5 | 126.4 |
| Fill cell | 401 | 3114 |
| Tap cell | 46 | 57.56 |
[critical path, cell delays in order, from the launching register on]
cell                              delay, ns
sky130_fd_sc_hd__dfrtp_1               0.33
sky130_fd_sc_hd__nor2b_1               0.12
sky130_fd_sc_hd__clkdlybuf4s50_1       0.46
[power by group through the flow]
stage	sequential, uW	combinational (uW)	clock, uW
finish	142	21.8	147
global route	143	25.1	164
CTS	142	21.1	154
[cells by family (layout without fill, tap and decap cells)]
family / after synthesis / in the layout / share of synthesized area (%)
buf+inv: 1 / 10 / 2.156
compound gates: 1 / 1 / 5.037
simple gates: 6 / 6 / 20.14
flops: 5 / 5 / 72.67
[cell usage after synthesis]
cell type	n
sky130_fd_sc_hd__nor4_1	1
sky130_fd_sc_hd__nor2b_1	2
sky130_fd_sc_hd__o31a_1	1
sky130_fd_sc_hd__inv_1	1
sky130_fd_sc_hd__dfstp_2	1
sky130_fd_sc_hd__dfrtp_1	4
sky130_fd_sc_hd__nor2_1	1
sky130_fd_sc_hd__and2_1	2
[layout by cell type (no fill, tap or decap)]
cell type                         netlist  routed
sky130_fd_sc_hd__clkbuf_4               0       3
sky130_fd_sc_hd__dlygate4sd2_1          0       1
sky130_fd_sc_hd__dfrtp_1                4       4
sky130_fd_sc_hd__clkbuf_1               0       1
sky130_fd_sc_hd__nor4_1                 1       1
sky130_fd_sc_hd__and2_1                 2       2
sky130_fd_sc_hd__o31a_1                 1       1
sky130_fd_sc_hd__nor2_1                 1       1
sky130_fd_sc_hd__buf_4                  0       2
sky130_fd_sc_hd__inv_1                  1       1
sky130_fd_sc_hd__nor2b_1                2       2
sky130_fd_sc_hd__dfstp_2                1       1
sky130_fd_sc_hd__clkdlybuf4s50_1        0       2
[how the worst max path moves through the flow]
stage	startpoint	end	slack [ns]	depth (start not counted)
after CTS	PS[1]	out	0.05	2
after global routing	PS[1]	out	0.03	2
final	PS[1]	out	0.12	2
[routing by layer]
| metal | vias to the layer above | global-route usage (%) | share of wire [%] |
|---|---|---|---|
| met2 | 6 | 1.525 | 31 |
| met5 | - | 0 | 0 |
| met4 | 0 | 0.5282 | 0 |
| met1 | 54 | 1.273 | 40 |
| met3 | 0 | 2.500 | 28 |
| li1 | 60 | - | - |
Power and IR drop assume default switching activity.
