**design/flow/run.sh**
```bash
#!/bin/bash
# OpenROAD 26Q1-2900-gdf79404cd8, Yosys 0.63+post, stock flow scripts
make -C /OpenROAD-flow-scripts/flow DESIGN_CONFIG=/design/flow/config.mk WORK_HOME=/design/flow/orfs finish
```
**design/flow/config.mk**
```make
export PLATFORM = sky130hd
export DESIGN_NAME = Mealy_1011
export DESIGN_NICKNAME = Mealy_1011
export VERILOG_FILES = /design/flow/design.v
export SDC_FILE = /design/flow/constraint.sdc
export NUM_CORES = 4
export LEC_CHECK = 1
export CORE_AREA = 10 10 70 70
export DIE_AREA = 0 0 80 80
```
**design/flow/constraint.sdc**
```tcl
current_design Mealy_1011

set clk_period 1.2
set clk_io_pct 0.2

create_clock -name clk0 -period $clk_period [get_ports {clk}]

set non_clock_inputs [all_inputs -no_clocks]
set_input_delay [expr $clk_period * $clk_io_pct] -clock clk0 $non_clock_inputs
set_output_delay [expr $clk_period * $clk_io_pct] -clock clk0 [all_outputs]
```
**design/flow/design.v**
```verilog
module Mealy_1011(in_bit,clk,reset,out);
input in_bit,clk,reset;
output reg out;
parameter S0 = 0 , S1 = 1 , S2 = 2 , S3 = 3 ;
reg [1:0] PS,NS ;
    always@(posedge clk or posedge reset)
        begin
            if(reset)
                PS <= S0;   
            else    
                PS <= NS ;
        end             
    always@(PS or in_bit)
        begin 
            case(PS)
                S0 : begin 
                            out = 0 ;
                            NS = in_bit ? S1 : S0 ;
                        end
                S1 : begin 
                            out = 0 ;
                            NS = in_bit ? S1 : S2 ;
                        end
                S2 : begin 
                            out = 0 ;
                            NS = in_bit ? S3 : S0 ;
                        end 
                S3 : begin 
                            out = in_bit ? 1 : 0 ; 
                            NS = in_bit ? S1 : S2 ;
                        end
            endcase
        end
endmodule
```
==> Changelog: implementation <==
### Changed

* Clock sink count at 4
* Worst-case headroom to the max-slew limit at 0.9065
* Number of global-route vias before repair at 130
* Die W at 80 µm
* Share of the clock period used by the worst path at 0.9479
* Hold slack final at 181.3 ps
* Cells along the critical path: and2_4 > clkdlybuf4s15_1
* Pin count of the biggest net entering global routing at 5
* Yosys stat cell total at 10
* Detailed-route DRC error count at 0
* Number of filler cells placed in the layout at 407
* Power Total at 329.1 µW
* Number of buffers inserted during clock tree synthesis at 3
* Clk_skew at 5.795 ps
* Run status: finished, final reports clean
* Mean instance size in the synthesized netlist at 14.76 µm²
* Buffers & Inverters on Critical Path at 1
* Type of the most critical hold path: input port to async pin
* Global router's overall resource usage at 0.01137
* Die ar. at 6400 µm²
* Actual transition at the worst max-transition pin at 140.2 ps
* Largest type area fraction at 0.5085
* Floorplan utilization at 0.04322
* Number of DRC violations after detailed-routing iteration 0 at 1
* Number of levels the H-tree was split into at 1
* Antenna violations before repair at 0
* Share of final-layout standard cells stronger than drive strength 1 at 0.4737
* Quantity of I/O buffers inserted on ports at 3
* Worst supply voltage drop on vdd at 0.1260 mV
* Final count of negative-setup-slack endpoints at 0
* Top cell family by delay on the critical path: flip-flops
* Area added between synthesis and finish at 87.29%
* Hold-fix buffers at CTS at 0
* Cell taking the most area after synthesis: sky130_fd_sc_hd__dfrtp_1
* Pre-antenna DRT Iters at 2
* Combinational cell area excluding buffers and inverters at 43.79 µm²
* Global-route wire length before repair at 517 µm
* Number of buffers on the longest clock path at 2
* Number of instances in the synthesized netlist at 10
* Final worst-path setup slack at 62.54 ps
* Floorplan row count at 21
* Clock tree from TritonCTS: built
* Setup repair after global routing missed its margin: no
* Cell area power density at 1190 nW/µm²
* Maximum capacitance violations at 0
* Leading registers by flop count: PS: 4 flops
* Highest fanout seen on the critical path at 2
* Die boundary height at 80 µm
* Flip-flop count of the largest register after layout at 4
* Total wire length at 301 µm
* Average wire length per cell after detail routing at 4.631 µm
* Total vias in the final route at 98
* Via count normalized by instance count at 1.508
* Yosys warnings at 1
* Final slew viol count at 0
* Total area of sequential cells at 101.3 µm²
* Post-CTS setup buffer count at 0
* Place WS at -341.3 ps
* Crit end category: primary output
* Cell Area, Synth at 147.6 µm²
* CORE AREA at 3416 µm²
* Highest Clock Rate at 879.2 MHz
* Count of antenna-violating nets left after detailed routing at 0
* Sum of negative setup slack at 0 ps
* Flip-flop and latch count after synthesis at 4
* Slowest-stage cell, CP: sky130_fd_sc_hd__dfrtp_1
* Arrival time of data at the critical path endpoint at 900 ps
* Final hold viol count at 0
* Largest cells by area after synthesis: sky130_fd_sc_hd__dfrtp_1 51%, sky130_fd_sc_hd__dfstp_2 18%, sky130_fd_sc_hd__o21ba_2 14%
* Time the final worst path needs with I/O delays and setup at 1137 ps
* Leak at 0.1121 nW
* Register clock-pin slew on the reported worst setup and hold paths at 40 ps
* Slowest Stage Delay on Critical Path at 370 ps
* # resized after CTS at 4
* Ports at 4
* Worst Path Required at 960 ps
* GP Congestion at 0.5682
* Category of the critical setup timing path: register to primary output
* Most flops, register: PS
* Skew-Pair Late Insertion Delay at 240 ps
* Leftover overflow at the end of global routing at 0
* Clock root buffer master: sky130_fd_sc_hd__clkbuf_4
* Critical path launch point type: register
* Share of synthesized area occupied by flip-flops and latches at 0.6864
* YS chip area at 147.6 µm²
* Number of distinct library cells after synthesis at 7
* Tool warnings at 25
* Diode insertion count for antenna repair at 0
==> placed cells by master (no fill, tap or decap), drive strengths merged <==
cell type	synthesis	routed
o31a	1	1
inv	1	1
buf	0	2
dfrtp	3	3
and2	2	2
clkbuf	0	4
dfstp	1	1
clkdlybuf4s15	0	1
o21ba	2	2
clkdlybuf4s50	0	1
dlygate4sd2	0	1
==> stage by stage <==
stage	utilization	cells	area, µm²
global route	0.08095	65	276.5
finish	0.08095	65	276.5
detailed placement	0.07326	61	250.2
floorplan	-	10	147.6
CTS	0.08095	65	276.5
global placement	0.07326	61	250.2
==> cell usage after synthesis <==
library cell	instances
sky130_fd_sc_hd__dfstp_2	1
sky130_fd_sc_hd__and2_2	1
sky130_fd_sc_hd__dfrtp_1	3
sky130_fd_sc_hd__o31a_1	1
sky130_fd_sc_hd__o21ba_2	2
sky130_fd_sc_hd__and2_1	1
sky130_fd_sc_hd__inv_1	1
==> power by group <==
group          total [mW]  switching [mW]  internal (mW)
Combinational      0.0128         0.00485        0.00793
Clock               0.181          0.0558          0.125
Sequential          0.136               0          0.136
Total               0.329          0.0606          0.268
==> kinds of logic after synthesis <==
family / count (synthesis) / share of synthesized area
flops: 4 / 0.6865
compound gates: 3 / 0.1949
simple gates: 2 / 0.09327
buf+inv: 1 / 0.02540
==> metal layers <==
| layer | part of all wire | vias to the layer above | track usage |
|---|---|---|---|
| li1 | - | 50 | - |
| met1 | 0.35 | 45 | 0.009352 |
| met2 | 0.48 | 3 | 0.01525 |
| met3 | 0.18 | 0 | 0.01364 |
| met4 | 0 | 0 | 0.007042 |
| met5 | 0 | - | 0 |
==> final cells by class <==
cell class                 count  area share
sequential                     4      0.3665
timing repair buffer           5      0.1584
tap                           46      0.2081
multi-input combinational      5      0.1584
clock buffer                   4     0.09502
inverter                       1     0.01357
==> worst paths after layout <==
kind / start / endpoint / slack [ps] / depth (start not counted)
worst max-delay path: PS[3] / out / 60 / 2
worst min-delay path: reset / PS[2] / 180 / 2
worst max register to register: PS[3] / PS[2] / 290 / 2
worst min register to register: PS[1] / PS[3] / 490 / 1
max in group asynchronous: reset / PS[0] / 790 / 2
min in group clk0: in_bit / PS[3] / 490 / 3
Power is estimated from default activity; no workload was simulated.
